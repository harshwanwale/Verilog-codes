[/design/flow/run.sh]
#!/bin/bash
# OpenROAD 26Q1-2900-gdf79404cd8, Yosys 0.63+post, stock flow scripts
make -C /OpenROAD-flow-scripts/flow DESIGN_CONFIG=/design/flow/config.mk WORK_HOME=/design/flow/orfs finish
[/design/flow/config.mk]
export PLATFORM = sky130hd
export DESIGN_NAME = UART_BaudRate_generator
export DESIGN_NICKNAME = UART_BaudRate_generator
export VERILOG_FILES = /design/flow/design.v
export SDC_FILE = /design/flow/constraint.sdc
export NUM_CORES = 4
export LEC_CHECK = 1
export CORE_AREA = 10 10 101 101
export DIE_AREA = 0 0 111 111
[/design/flow/constraint.sdc]
current_design UART_BaudRate_generator

set clk_period 4.9
set clk_io_pct 0.2

create_clock -name clk0 -period $clk_period [get_ports {Clk}]

set non_clock_inputs [all_inputs -no_clocks]
set_input_delay [expr $clk_period * $clk_io_pct] -clock clk0 $non_clock_inputs
set_output_delay [expr $clk_period * $clk_io_pct] -clock clk0 [all_outputs]
[/design/flow/design.v]
module UART_BaudRate_generator(
    Clk                   ,
    Rst_n                 ,
    Tick                  ,
    BaudRate
    );
input           Clk                 ;  
input           Rst_n               ;  
input [15:0]    BaudRate            ;  
output          Tick                ;  
reg [15:0]      baudRateReg         ;  
always @(posedge Clk or negedge Rst_n)
    if (!Rst_n) baudRateReg <= 16'b1;
    else if (Tick) baudRateReg <= 16'b1;
         else baudRateReg <= baudRateReg + 1'b1;
assign Tick = (baudRateReg == BaudRate);
endmodule
==> results.py <==
# Flow results
metrics = {
    "yosys": {
        "async_flop_share_pct": 100,
        "synth-seq-cells": 16,
        "edf_count": 0,
        "synth_warnings": 1,
        "top_area_share_pct": 39.5,
        "synth.distinct_cells": 19,
        "ys_seq_share_pct": 42.2,
        "yosysMostFrequentCell": "xnor2_1",
        "yosys_area_um2": 951,
        "common_cells": "xnor2_1 (26), dfrtp_1 (15), nor2_1 (15)",
        "yosys_cells": 98,
        "synth_cells": 98,
        "ff_type": "dfrtp_1",
        "topCellsByArea": "dfrtp_1 (39%), xnor2_1 (24%), nand4_1 (5.9%)",
        "synth_area_leader_cell": "dfrtp_1",
        "syn_area_per_cell_um2": 9.70,
        "synth.cell_area_um2": 951,
    },
    "final_layout": {
        "drive_above_1_share_pct": 5.17,
        "fin_area_um2": 1280,
        "top_register": "baudRateReg",
        "filler_cell_count": 898,
        "final_cells": 221,
        "reg.largest.list": "baudRateReg x16",
        "largest_reg_flops": 16,
        "syn_to_final_growth_pct": 35.0,
    },
    "power": {
        "ir_worst_vdd_v": 0.000199,
        "p_leak_uw": 0.000447,
        "powerDensity_nw_per_um2": 259,
    },
    "clock_network": {
        "cts_sinks": 16,
        "root_buffer": "clkbuf_8",
        "cts_tree": "yes",
        "clock_path_buffers": 2,
        "cts_setup_buffers": 0,
        "cts.reportedPaths.clkPinSlew_ns": 0.05,
        "cts_hold_buf": 0,
        "clk_latency_ns": 0.25,
        "cts_resized": 0,
        "cts_buffers": 3,
        "htreeDepth": 1,
    },
    "setup_path": {
        "arrival_ns": 2.82,
        "cp-end-kind": "output pin",
        "crit_required_ns": 3.92,
        "worstPathMaxFanout": 17,
        "worst-setup-path-type": "input port to output pin",
        "cp-start-kind": "input port",
    },
    "drt": {
        "totalWireLength_um": 2290,
        "ant_nets": 0,
        "vias": 711,
        "first_pass_iters": 3,
        "drt_iter0_markers": 50,
        "wl_per_cell_um": 10.4,
        "n_antenna_cell": 0,
        "via_per_inst": 3.22,
        "drc": 0,
    },
    "place": {
        "port_buffers": 18,
        "gp_congestion": 0.797,
        "hpwl_um": 1880,
        "placed_cells": 217,
        "placed_area_um2": 1240,
        "dp_slack_ns": 1.09,
    },
    "timing": {
        "rsz0062_at_grt": "false",
        "fmax_mhz": 263,
        "layout_setup_ws_ns": 1.10,
        "setup_viol": 0,
        "hold_violations": 0,
        "fin_tns_setup_ns": 0,
        "min_period_over_period_pct": 77.5,
        "post-route-min-period_ns": 3.80,
        "drv_slew": 0,
        "tightest_slew_ns": 0.702,
        "fin_skew_ns": 0.00713,
        "maxSlewHeadroom_pct": 53.1,
    },
    "worst_hold_path": {
        "hold_path.class": "register to register",
    },
    "global_route": {
        "grt_pass1_wl_um": 4000,
        "gr-total-overflow": 0,
        "antenna_found_initial": 0,
        "grt_max_degree": 18,
        "grt_use_total_pct": 3.95,
        "first_global_vias": 729,
    },
    "floorplanning": {
        "core_region_area_um2": 8130,
        "chipWidth_um": 111,
        "initCoreUtil_pct": 11.7,
        "rows": 33,
        "die_h_um": 111,
        "io_pins": 19,
        "chip_area_um2": 12300,
    },
    "job": {
        "cap_viol_max_count": 0,
        "tool_warnings": 25,
    },
    "outcome": {
        "status": "completed",
    },
}
## worst max-delay path, cell delays in order
cell and delay, ns:
clkdlybuf4s50_1 0.44, xnor2_1 0.20, nand4_1 0.18, nor4_4 0.27, buf_4 0.25, clkdlybuf4s50_1 0.50
## worst paths after layout
check	from	slack, ns	end	depth (start not counted)
max reg2reg	baudRateReg[0]$_DFF_PN1_	3.18	baudRateReg[14]$_DFF_PN0_	5
max	BaudRate[0]	1.10	Tick	6
max in group asynchronous	Rst_n	3.29	baudRateReg[10]$_DFF_PN0_	1
min in group asynchronous	Rst_n	1.15	baudRateReg[5]$_DFF_PN0_	1
min	baudRateReg[0]$_DFF_PN1_	0.49	baudRateReg[0]$_DFF_PN1_	1
min reg2reg	baudRateReg[0]$_DFF_PN1_	0.49	baudRateReg[0]$_DFF_PN1_	1
## cells in the final DEF (no fill, tap or decap)
cell and instances:
nand3_1 4, and4_1 1, nor2_1 15, nor4_4 1
xor2_1 4, dfrtp_1 15, nand4_1 9, inv_1 2
nor2b_1 1, ha_1 1, xnor2_1 26, nor4_1 4
clkbuf_8 3, nor3_1 4, dfstp_2 1, buf_4 1
nand2_1 4, nand2b_1 1, clkdlybuf4s50_1 18, clkbuf_1 1
## kinds of logic after synthesis
logic type | share of synthesized area [%]
and+or+nand+nor | 24.7
adders and majority gates | 1.32
DFF | 42.2
buffers and inverters | 4.08
xor gates and xnor gates | 27.6
## routing by layer
metal	track usage [%]	up-vias	part of all wire, %
met5	0	-	0
met4	0.0868	0	0.17
met3	1.42	2	5.7
met2	6.01	12	45
met1	5.51	330	49
li1	-	367	-
## final cells by class
cell class                 instances  area [µm²]  area share [%]
clock buffer                       4        45.0            3.51
inverter                           2        7.51           0.585
multi-input combinational         75         510            39.8
sequential                        16         402            31.3
tap                              105         131            10.2
timing repair buffer              19         188            14.6
## report_power, final
part	internal [µW]	leakage [µW]	switching (µW)	total (µW)
sequential	145	0.000206	26.1	171
combinational	35.7	0.000218	26.4	62.2
clock	57.5	0.0000228	41.6	99.1
total	239	0.000447	94.1	333
## stage by stage
stage	power [µW]	utilization [%]	hold slack, ns
floorplan	213	-	0.465
global placement	237	15.2	0.481
detailed placement	236	15.2	0.479
CTS	337	15.8	0.495
global route	353	15.8	0.510
finish	333	15.8	0.489
No activity file was given, so power comes from the tool's default toggle rates.
